<file path="config.mk">
export PLATFORM = sky130hd
export DESIGN_NAME = pts_sr_4_lsb
export DESIGN_NICKNAME = pts_sr_4_lsb
export VERILOG_FILES = /design/flow/design.v
export SDC_FILE = /design/flow/constraint.sdc
export NUM_CORES = 4
export LEC_CHECK = 1
export CORE_AREA = 10 10 70 70
export DIE_AREA = 0 0 80 80
</file>
<file path="constraint.sdc">
current_design pts_sr_4_lsb

set clk_period 1.0
set clk_io_pct 0.2

create_clock -name clk0 -period $clk_period [get_ports {clk}]

set non_clock_inputs [all_inputs -no_clocks]
set_input_delay [expr $clk_period * $clk_io_pct] -clock clk0 $non_clock_inputs
set_output_delay [expr $clk_period * $clk_io_pct] -clock clk0 [all_outputs]
</file>
<file path="design.v">
`timescale 1ns / 10ps
module flex_pts_sr
#(
parameter NUM_BITS = 4,
parameter SHIFT_MSB = 1
)
(
input wire clk,
input wire n_rst,
input wire shift_enable,
input wire load_enable,
input wire [NUM_BITS-1:0] parallel_in,
output wire serial_out
); 
reg out = 1'b1;
reg enable;
integer i;
reg [NUM_BITS-1:0] R;
always @ (posedge clk, negedge n_rst) begin
if (n_rst == 0) begin
    for (i=0; i < NUM_BITS; i=i+1) begin
        R[i] <= 1;
    end
end
else if (load_enable == 1) begin
  R <= parallel_in;
end  
else if (shift_enable == 1) begin
    if (SHIFT_MSB==0) begin
        for (i=0; i < NUM_BITS-1; i=i+1) begin
            R[i] <= R[i+1];
        end
        R[NUM_BITS-1] <= n_rst;   
    end 
    else begin
        for (i=NUM_BITS-1; i > 0; i=i-1) begin
            R[i] <= R[i-1];
        end
        R[0] <= n_rst;
    end        
end  
end  
always_comb begin
  if (SHIFT_MSB==0) begin
  out = R[0]; 
  end
  else begin
  out = R[NUM_BITS-1];
  end
end 
assign serial_out = out;
endmodule
module pts_sr_4_lsb
(
	input wire clk,
	input wire n_rst,
	input wire shift_enable,
	input wire load_enable,
	input wire [3:0] parallel_in,
	output reg serial_out 
);
	flex_pts_sr 
	#(
		.NUM_BITS(4),
		.SHIFT_MSB(0)
	)
	CORE(
		.clk(clk),
		.n_rst(n_rst),
		.parallel_in(parallel_in),
		.shift_enable(shift_enable),
		.load_enable(load_enable),
		.serial_out(serial_out)
	);
endmodule
</file>
<file path="run.sh">
#!/bin/bash
# OpenROAD 26Q1-2900-gdf79404cd8, Yosys 0.63+post, stock flow scripts
make -C /OpenROAD-flow-scripts/flow DESIGN_CONFIG=/design/flow/config.mk WORK_HOME=/design/flow/orfs finish
</file>
==> results.toml <==
# yosys + openroad results
[yosys]
simple_gate_share_pct = 7.843
common_cells = "4 x dfstp_2, 4 x mux2i_1, 4 x nand2_1, 4 x o21ai_1, 1 x buf_6"
ys_ff = 4
yosys_warnings = 1
ff_type = "dfstp_2"
ys_cells = 17
avgSynthCellArea_um2 = 11.26
top_cell_area_share_pct = 54.90
syn_inst = 17
adder_share_pct = 0
synth-edff-count = 0
ys_sh_xor_pct = 0
syn_area_um2 = 191.4
synth_compound_gate_area_share_pct = 10.46
top_area_cell = "dfstp_2"
async_flop_share_pct = 100.0
mux_share_pct = 20.92
topCombFamilyByArea = "multiplexers"
ys_chip_area_um2 = 191.4
ys_seq_share_pct = 54.90
top_cells_by_area = "dfstp_2 55%, mux2i_1 21%, o21ai_1 10%"
synth_cell_type_count = 5

[sta]
fmax_mhz = 968.1
finalHoldViolCount = 0
fin_skew_ns = 0.0006945
hold_ws_ns = 0.4161
setup_slack_ns = -0.03299
rsz0062_at_grt = "yes"
slew_headroom_pct = 84.06
worstMarginPinSlew_ns = 0.2383
finalSetupViolations = 1
drv_slew = 0
tns_ns = -0.03299
layout_min_cycle_time_ns = 1.033
finalCritPeriodShare_pct = 103.3

[setup_path]
worstSetupStartpointType = "flip-flop"
cp.arrival_ns = 0.83
cp_top_family = "flip-flops"
crit_slowest_cell = "dfstp_2"
crit_buf_inv = 1
crit_chain = "buf_2"
cpPeakStageDelay_ns = 0.51
crit_required_ns = 0.80
cp-end-kind = "output pin"
cp_max_fo = 2
path_class = "reg2out"

[global_route]
overflow = 0
antenna_found_initial = 0
grt_util_met1_pct = 1.199
grt_max_degree = 9
grt_use_met2_pct = 3.291
grt.busiest_layer = "met2"
grt_pass1_wl_um = 821
track_usage_pct = 1.808
grt_pass1_vias = 191
grt_use_met3_pct = 1.477

[run]
max_cap_viol_count = 0
warnings = 27

[routing]
wl_per_cell_um = 6.986
ant_nets = 0
drtIter0Drc = 0
post_drt_via_cell_ratio = 2.203
vias = 163
firstDrtPassIters = 1
drc = 0
diodes = 0
wirelength_um = 517

[power_and_ir_drop]
powerDensity_mw_per_mm2 = 1337
p_leak_uw = 0.0001388
power_uw = 461.7
peakVddDrop_mv = 0.1905

[clock_network]
clk_pin_slew_worst_paths_ns = 0.04
root_buffer = "clkbuf_4"
cts_buffers = 3
cts_tree = "done"
ctsHoldBuffers = 0
clock.latency.late_pin_ns = 0.23
cts_setup_buffers = 0
cts.sinks = 4
cts_max_path_buffers = 2
htreeDepth = 1

[floorplan]
coreArea_mm2 = 0.003416
die_y_um = 80
io_pins = 9
rows = 21
die_area_mm2 = 0.006400
die_w_um = 80
core_util_floorplan_pct = 5.604

[layout]
regMostFlops = "CORE.R"
drive_gt1_share_pct = 32.14
top_regs = "CORE.R x4"
syn2layout_area_growth_pct = 80.39
fin_area_um2 = 345.3
fill_cells = 400
largest_reg_flops = 4

[placement]
place_area_um2 = 325.3
dpl_worst_slack_ns = -0.2082
port_buffers = 8
place.gp.congestion = 0.5789

[status]
violations = "setup timing"
status = "complete, but fails checks"

[worst_hold_path]
hp-class = "in2reg"
-- repair_timing --
item | in CTS | in global routing
gates resized | 3 | 1
cloned | 0 | 0
pin swaps | 0 | 0
endpoints found under the setup margin | 1 | 4
-- area by class of cell --
cell class	instances	area, µm²	area share (%)
clock buffer	3	22.52	6.522
multi-input combinational	12	75.07	21.74
sequential	4	105.1	30.43
tap	46	57.56	16.67
timing repair buffer	9	85.08	24.64
-- power breakdown --
group | leakage, µW | internal (µW) | switching [µW] | total [µW]
Clock | 0.0000138 | 134 | 59.5 | 193
Sequential | 0.0000420 | 191 | 7.15 | 198
Combinational | 0.0000830 | 44.4 | 25.9 | 70.4
-- metal layers --
metal	vias to the layer above	wire length [µm]
li1	81	-
met2	2	327
met5	-	0
met1	78	135
met3	2	43
met4	0	11
-- cell usage in the layout (no fill, tap or decap), drive strengths merged --
cell type	n
buf	2
o21ai	4
mux2i	4
dfstp	4
dlymetal6s2s	1
clkbuf	3
nand2	4
clkdlybuf4s50	6
-- final timing paths --
kind / start / end / slack [ns] / cells past startpoint
min in group asynchronous: n_rst / CORE.R[3] / 0.43 / 2
setup reg to reg: CORE.R[2] / CORE.R[1] / 0.22 / 2
hold reg to reg: CORE.R[2] / CORE.R[2] / 0.56 / 2
hold / removal: shift_enable / CORE.R[2] / 0.42 / 3
max in group asynchronous: n_rst / CORE.R[0] / 0.55 / 2
setup / recovery: CORE.R[0] / serial_out / -0.03 / 1
-- kinds of logic (layout without fill, tap and decap cells) --
group                  count (synthesis)  after routing
multiplexers                           4              4
AND/OR/NAND/NOR                        4              4
AND-OR/OR-AND                          4              4
flip-flops                             4              4
buffers and inverters                  1             12
-- per-stage QoR --
stage / cells / util, %
CTS: 74 / 10.04
global route: 74 / 10.11
global placement: 71 / 9.524
floorplan: 17 / -
finish: 74 / 10.11
detailed placement: 71 / 9.524
Power figures rest on the tool's default switching activity, not on a simulated workload.
