$ cat config.mk
export PLATFORM = sky130hd
export DESIGN_NAME = pts_sr_8_msb
export DESIGN_NICKNAME = pts_sr_8_msb
export VERILOG_FILES = /design/flow/design.v
export SDC_FILE = /design/flow/constraint.sdc
export NUM_CORES = 4
export LEC_CHECK = 1
export CORE_AREA = 10 10 70 70
export DIE_AREA = 0 0 80 80
$ cat design.v
`timescale 1ns / 10ps
module flex_pts_sr
#(
parameter NUM_BITS = 4,
parameter SHIFT_MSB = 1
)
(
input wire clk,
input wire n_rst,
input wire shift_enable,
input wire load_enable,
input wire [NUM_BITS-1:0] parallel_in,
output wire serial_out
); 
reg out = 1'b1;
reg enable;
integer i;
reg [NUM_BITS-1:0] R;
always @ (posedge clk, negedge n_rst) begin
if (n_rst == 0) begin
    for (i=0; i < NUM_BITS; i=i+1) begin
        R[i] <= 1;
    end
end
else if (load_enable == 1) begin
  R <= parallel_in;
end  
else if (shift_enable == 1) begin
    if (SHIFT_MSB==0) begin
        for (i=0; i < NUM_BITS-1; i=i+1) begin
            R[i] <= R[i+1];
        end
        R[NUM_BITS-1] <= n_rst;   
    end 
    else begin
        for (i=NUM_BITS-1; i > 0; i=i-1) begin
            R[i] <= R[i-1];
        end
        R[0] <= n_rst;
    end        
end  
end  
always_comb begin
  if (SHIFT_MSB==0) begin
  out = R[0]; 
  end
  else begin
  out = R[NUM_BITS-1];
  end
end 
assign serial_out = out;
endmodule
module pts_sr_8_msb
(
	input wire clk,
	input wire n_rst,
	input wire shift_enable,
	input wire load_enable,
	input wire [7:0] parallel_in,
	output reg serial_out 
);
	flex_pts_sr 
	#(
		.NUM_BITS(8),
		.SHIFT_MSB(1)
	)
	CORE(
		.clk(clk),
		.n_rst(n_rst),
		.parallel_in(parallel_in),
		.shift_enable(shift_enable),
		.load_enable(load_enable),
		.serial_out(serial_out)
	);
endmodule
$ cat constraint.sdc
current_design pts_sr_8_msb

set clk_period 1.1
set clk_io_pct 0.2

create_clock -name clk0 -period $clk_period [get_ports {clk}]

set non_clock_inputs [all_inputs -no_clocks]
set_input_delay [expr $clk_period * $clk_io_pct] -clock clk0 $non_clock_inputs
set_output_delay [expr $clk_period * $clk_io_pct] -clock clk0 [all_outputs]
$ cat run.sh
#!/bin/bash
# OpenROAD 26Q1-2900-gdf79404cd8, Yosys 0.63+post, stock flow scripts
make -C /OpenROAD-flow-scripts/flow DESIGN_CONFIG=/design/flow/config.mk WORK_HOME=/design/flow/orfs finish
==> flow_summary_export.csv <==
group,metric,value,unit
logic_synthesis,synthSimpleGateAreaFrac,7.84,%
sta,tightest_slew,0.143,ns
routing,drt_pass1_iterations,2,
placement,place_ws,-0.104,ns
cts,numCtsBuffers,3,
power,vdd_drop_max,254,uV
layout,area_growth,56.2,%
global_route,grt_util_all_layers,2.64,%
logic_synthesis,synthTopLogicFamily,"multiplexers",
placement,place_inst,94,
floorplan,die_w,80,microns
sta,max_freq,0.934,GHz
worst_setup_path,critPathSlowestCell,"dfstp_2",
sta,fin_skew,0.00124,ns
floorplan,die_y,80,microns
worst_setup_path,worstPathRequired,0.88,ns
sta,post-route-min-period,1.07,ns
sta,slew_viol_final,0,
cts,root_buffer,"clkbuf_4",
cts,htreeDepth,1,
cts,clkTransAtPathRegs,0.05,ns
layout,logic_area,150,sq um
worst_setup_path,slowest_delay,0.52,ns
routing,ant_nets,0,
logic_synthesis,netlist_area,383,sq um
sta,setup_viol,0,
worst_setup_path,crit_buf_inv,1,
status,status,"finished clean",
hold_path,min_path_type,"primary input to flip-flop",
cts,clock_path_buffers,2,
global_route,antenna_found_initial,0,
cts,cts_tree,"yes",
logic_synthesis,topCellsByArea,"dfstp_2 55%, mux2i_1 21%, o21ai_1 10%",
worst_setup_path,start_kind,"flip-flop",
power,p_leak,0.244,nW
global_route,grt_pass1_wl,1.37,mm
worst_setup_path,rr_endpoint,"CORE.R[3]",
floorplan,core,0.00342,sq mm
layout,finalNonFillerCells,97,
power,powerDensity,1180,mW/mm^2
routing,routed_wl,858,microns
logic_synthesis,ys_seq_share,54.9,%
cts,clock_latency,0.24,ns
logic_synthesis,ys_cells,34,
layout,top_regs,"CORE.R x8",
worst_setup_path,r2r_start,"CORE.R[2]",
global_route,overflow,0,
placement,gp_congestion,0.706,
logic_synthesis,largest_area_cell,"dfstp_2",
sta,worst_slack,0.0298,ns
layout,fillers,386,
routing,drt_iter0_drc,11,
logic_synthesis,synth.distinct_cells,5,
worst_setup_path,cp_max_fo,2,
logic_synthesis,ys_warn_count,1,
logic_synthesis,syn_avg_cell_area,11.3,sq um
logic_synthesis,synthAdderAreaFrac,0,%
global_route,grt_max_degree,17,
logic_synthesis,yosys_register_bits,8,
worst_setup_path,worstSetupPathType,"flip-flop to output pin",
floorplan,io_pins,13,
layout,post-route-util,17.5,%
logic_synthesis,syn_inst,34,
routing,n_antenna_cell,0,
routing,vias,294,
global_route,grt_pass1_vias,307,
placement,place.port_buffers,12,
worst_setup_path,reg2reg_slack,0.31,ns
worst_setup_path,crit_path_end_kind,"output pin",
layout,regMostFlops,"CORE.R",
cts,hold_buffers,0,
sta,fin_crit_sh,97.3,%
worst_setup_path,r2r_cells,2,
logic_synthesis,yosysChipArea,383,sq um
sta,rsz0062_at_grt,"yes",
flow_run,maxCapViolCount,0,
worst_setup_path,crit_chain,"buf_2",
worst_setup_path,critPathTopFamily,"flip-flops",
layout,seqCellArea,210,sq um
worst_setup_path,crit_path_end,"serial_out",
routing,viasPerCell,3.03,
layout,drive_gt1_share,31.4,%
logic_synthesis,yosys.area_share.aoi,10.5,%
worst_setup_path,cp.arrival,0.85,ns
logic_synthesis,ys_sh_mux,20.9,%
floorplan,dieArea,0.00640,sq mm
sta,hold_violations,0,
placement,dp_hpwl,707,microns
worst_setup_path,worstSetupStartpoint,"CORE.R[7]",
worst_setup_path,worstSetupPathDepth,1,
flow_run,log.warning_count,26,
sta,slew-limit-headroom,90.2,%
routing,route.detailed.wl_per_inst,8.85,microns
routing,drc,0,
cts,cts_setup_buffers,0,
cts,cts.sinks,8,
floorplan,initial_core_util,11.2,%
floorplan,fp-row-count,21,
logic_synthesis,ys_sh_xor,0,%
logic_synthesis,yosys.area.top_type_share,54.9,%
layout,largest_reg_flops,8,
cells in the mapped netlist:
cell type	instances
dfstp_2	8
buf_6	2
o21ai_1	8
nand2_1	8
mux2i_1	8
layout by cell type (no fill, tap or decap), drive strengths merged:
| cell | n |
|---|---|
| clkbuf | 3 |
| nand2 | 8 |
| buf | 5 |
| o21ai | 8 |
| clkdlybuf4s50 | 11 |
| mux2i | 8 |
| dfstp | 8 |
routing by layer:
layer / wire length (microns) / share of wire, % / GRT usage (%)
met1: 348 / 41 / 3.19
met2: 443 / 52 / 4.17
met3: 40 / 4.7 / 0.682
met4: 27 / 3.1 / 1.41
met5: 0 / 0 / 0
tightest hold or removal path, cell delays in order:
cell	delay (ns)
clkdlybuf4s50_1	0.39
nand2_1	0.06
o21ai_1	0.05
per-stage QoR:
stage	instance area, sq um	total power [mW]	hold WS (ns)	TNS [ns]
finish	598	0.706	0.489	0
global route	598	0.745	0.499	-0.00251
CTS	598	0.721	0.483	0
detailed placement	581	0.500	0.548	-0.854
global placement	581	0.497	0.544	-0.821
floorplan	383	0.423	0.0722	0
kinds of logic (layout without fill, tap and decap cells):
logic type,after synthesis,count (layout)
flip-flops,8,8
AND/OR/NAND/NOR,8,8
AND-OR/OR-AND,8,8
buffers and inverters,2,19
multiplexers,8,8
worst min path at each step:
stage                   from   endpoint  slack [ns]  depth (start not counted)
global route  parallel_in[7]  CORE.R[7]        0.50                          3
CTS                    n_rst  CORE.R[4]        0.48                          2
finish        parallel_in[2]  CORE.R[2]        0.49                          3
final cells by class:
cell class / instances / area share [%]
flip-flops and latches: 8 / 35.1
multi-input cells: 24 / 25.1
repair buffers: 16 / 26.4
well taps: 46 / 9.62
clock buffers: 3 / 3.77
timing repair:
item                       in CTS  in global routing
pin swaps                       0                  0
gates resized                   3                  0
setup endpoints to repair       1                  1
power by group:
part	switching [mW]	internal [mW]	leakage, nW
Combinational	0.0490	0.0802	0.146
Clock	0.0907	0.124	0.0138
Sequential	0.0146	0.347	0.0839
Total	0.154	0.551	0.244
Power and IR drop assume default switching activity.
